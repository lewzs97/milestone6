## /design/flow/config.mk

```make
export PLATFORM = sky130hd
export DESIGN_NAME = m5
export DESIGN_NICKNAME = m5
export VERILOG_FILES = /design/flow/design.v
export SDC_FILE = /design/flow/constraint.sdc
export NUM_CORES = 4
export LEC_CHECK = 1
export CORE_UTILIZATION = 40
```

## /design/flow/constraint.sdc

```tcl
current_design m5

set clk_period 5.5
set clk_io_pct 0.2

create_clock -name clk0 -period $clk_period [get_ports {clk}]

set non_clock_inputs [all_inputs -no_clocks]
set_input_delay [expr $clk_period * $clk_io_pct] -clock clk0 $non_clock_inputs
set_output_delay [expr $clk_period * $clk_io_pct] -clock clk0 [all_outputs]
```

## /design/flow/design.v

```verilog
module control_unit(
  input clk,rst,
  input play,done,
  output reg [2:0] cv,
  output reg led0,led1,led2,led3,led4,led5
);
  reg [2:0] state,next_state;
  parameter [2:0] S0=0,S1=1,S2=2,S3=3,S4=4,S5=5;
  always @(posedge clk,negedge rst)
    begin
      if(rst==0)
        state<=S0;
      else
        state<=next_state;
    end
  always @(state,next_state,play,done)
    begin
      cv=0;led0=0;led1=0;led2=0;led3=0;led4=0;led5=0;
      case(state)
        S0: begin
          led0=1;led1=0;led2=0;led3=0;led4=0;led5=0;
          if(play)
            next_state=S1;
          else
            next_state=S0;
        end
        S1:begin
          led0=0;led1=1;led2=0;led3=0;led4=0;led5=0;
          cv=3'b100;
          if(done)
            next_state=S2;
          else
            next_state=S1;
        end
        S2:begin
          led0=0;led1=0;led2=1;led3=0;led4=0;led5=0;
          if(play)
            next_state=S3;
          else
            next_state=S2;
        end
        S3:begin
          led0=0;led1=0;led2=0;led3=1;led4=0;led5=0;
          cv=3'b010;
          if(done)
            next_state=S4;
          else
            next_state=S3;
        end
        S4:begin
          led0=0;led1=0;led2=0;led3=0;led4=1;led5=0;
          if(play)
            next_state=S5;
          else
            next_state=S4;
        end
        S5:begin
          led0=0;led1=0;led2=0;led3=0;led4=0;led5=1;
          cv=3'b001;
          if(done)
            next_state=S0;
          else
            next_state=S5;
        end
      endcase
    end
endmodule
module datapath_unit(
  input clk,rst,
  input [2:0] cv,
  output reg sound,
  output reg done
);
  wire a,b,c;
  assign {a,b,c} = cv;
  reg [14:0] counter1,counter2;
  reg [2:0] counter1_stop,counter2_stop,counter3_stop;
  reg x;
  reg y;
  reg z;
  reg [22:0] tone;
  wire [6:0] ramp = (tone[22]?tone[21:15]:~tone[21:15]);
  wire [14:0] clkdivider = {2'b01,ramp,6'b000000};
  reg [27:0] tone2;
  wire [5:0] fullnote = tone2[27:22];
  wire [2:0] octave;
  wire [3:0] note;
  divide_by12 divby12(.numer(fullnote[5:0]), .quotient(octave), .remain(note));
  reg [8:0] clkdivider2;
  reg [8:0] counter_note;
  reg [7:0] counter_octave;
  always @(posedge clk,negedge rst)
    begin
      if(rst==0)
        begin
          counter1<=0;
          counter2<=0;
          x<=0;
          y<=0;
          z<=0;
          tone<=0;
          counter_note<=0;
          counter_octave<=0;
          clkdivider2<=0;
          tone2<=0;
        end
      else if(a==1)
        begin
          if(counter1==28408)
            begin
              counter1<=0;
              x<=~x;
            end
          else
            counter1<=counter1+1;
        end
      else if(b==1)
        begin
          tone<=tone+1;
          if(counter2==0)
            begin
              counter2<=clkdivider;
              y<=~y;
            end
          else
            counter2<=counter2-1;
        end
      else if(c==1)
        begin
          tone2<=tone2+1;
          case(note)
            0: clkdivider2 = 512-1;  
            1: clkdivider2 = 483-1;  
            2: clkdivider2 = 456-1;  
            3: clkdivider2 = 431-1;  
            4: clkdivider2 = 406-1;  
            5: clkdivider2 = 384-1;  
            6: clkdivider2 = 362-1;  
            7: clkdivider2 = 342-1;  
            8: clkdivider2 = 323-1;  
            9: clkdivider2 = 304-1;  
            10: clkdivider2 = 287-1;  
            11: clkdivider2 = 271-1;  
            12: clkdivider2 = 0;  
            13: clkdivider2 = 0;  
            14: clkdivider2 = 0;  
            15: clkdivider2 = 0;  
          endcase
          if(counter_note==0)
            begin
              counter_note<=clkdivider2;
              if(counter_octave==0)
                begin
                  counter_octave <= (octave==0?255:octave==1?127:octave==2?63:octave==3?31:octave==4?15:7);
                  z<=~z;
                end
              else
                counter_octave <= counter_octave-1;
            end
          else
            counter_note<=counter_note-1;
        end
      else 
        begin
          x<=x;
          z<=z;
          y<=y;
        end
    end
  initial begin
    counter1_stop=0;
    counter2_stop=0;
    counter3_stop=0;
  end
  always @(*)
    begin
      if(a==1)
        begin
          if(x==1)
            counter1_stop=counter1_stop+1;
          else if(counter1_stop==5)
            counter1_stop=0;
          else
            counter1_stop=counter1_stop;
        end
    end
  always @(*)
    begin
      if(b==1)
        begin
          if(y==1)
            counter2_stop=counter2_stop+1;
          else if(counter2_stop==5)
            counter2_stop=0;
          else
            counter2_stop=counter2_stop;
        end
    end
  always @(*)
    begin
      if(c==1)
        begin
          if(z==1)
            counter3_stop=counter3_stop+1;
          else if(counter3_stop==5)
            counter3_stop=0;
          else
            counter3_stop=counter3_stop;
        end
    end
  always @(*)
    begin
      if(a==1)
        begin
          if(counter1_stop==5)
            sound=0;
          else
            sound=x;
        end
      else if (b==1)
        begin
          if(counter2_stop==5)
            sound=0;
          else
            sound=y;
        end
      else if(c==1)
        begin
          if(counter3_stop==5)
            sound=0;
          else
            sound=z;
        end
      else
        sound=0;
    end
  always @(*)
    begin
      if(a==1)
        begin
          if(counter1_stop==5)
            done=1;
          else
            done=0;
        end
      else if(b==1)
        begin
          if(counter2_stop==5)
            done=1;
          else
            done=0;
        end
      else if(c==1)
        begin
          if(counter3_stop==5)
            done=1;
          else
            done=0;
        end
      else
        done=0;
    end
endmodule
module divide_by12(numer, quotient, remain);
  input [5:0] numer;
  output [2:0] quotient;
  output [3:0] remain;
  reg [2:0] quotient;
  reg [3:0] remain_bit3_bit2;
  assign remain = {remain_bit3_bit2, numer[1:0]}; 
  always @(numer[5:2]) 
    case(numer[5:2])
      0: begin quotient=0; remain_bit3_bit2=0; end
      1: begin quotient=0; remain_bit3_bit2=1; end
      2: begin quotient=0; remain_bit3_bit2=2; end
      3: begin quotient=1; remain_bit3_bit2=0; end
      4: begin quotient=1; remain_bit3_bit2=1; end
      5: begin quotient=1; remain_bit3_bit2=2; end
      6: begin quotient=2; remain_bit3_bit2=0; end
      7: begin quotient=2; remain_bit3_bit2=1; end
      8: begin quotient=2; remain_bit3_bit2=2; end
      9: begin quotient=3; remain_bit3_bit2=0; end
      10: begin quotient=3; remain_bit3_bit2=1; end
      11: begin quotient=3; remain_bit3_bit2=2; end
      12: begin quotient=4; remain_bit3_bit2=0; end
      13: begin quotient=4; remain_bit3_bit2=1; end
      14: begin quotient=4; remain_bit3_bit2=2; end
      15: begin quotient=5; remain_bit3_bit2=0; end
    endcase
endmodule
module m5(
  input clk,rst,
  input play,
  output sound,
  output led0,led1,led2,led3,led4,led5
);
  wire [2:0] cv;
  wire done;
  control_unit u1(.clk(clk),.rst(rst),.play(play),.done(done),.cv(cv),.led0(led0),.led1(led1),.led2(led2),.led3(led3),.led4(led4),.led5(led5));
  datapath_unit u2(.clk(clk),.rst(rst),.cv(cv),.sound(sound),.done(done));
endmodule
```

## /design/flow/run.sh

```bash
#!/bin/bash
# OpenROAD 26Q1-2900-gdf79404cd8, Yosys 0.63+post, stock flow scripts
make -C /OpenROAD-flow-scripts/flow DESIGN_CONFIG=/design/flow/config.mk WORK_HOME=/design/flow/orfs finish
```

==> metrics.cfg <==
[detailed_routing]
diodes = 0
drcViolationCount = 0
wire_per_inst_um = 12.9
finalWirelength_mm = 11.4
vias = 4562
vias_per_cell = 5.18
dr.pass1.iters = 4
ant_nets = 0
drt_iter0_markers = 346

[timing]
fin_crit_ns = 3.51
fin_crit_sh = 0.638
setup_violations = 0
finClkSkew_ns = 0.00750
finalMaxSlewViolations = 0
finalHoldViolations = 0
untimed_endpoints = 15
tightest_slew_ns = 0.786
relSlewSlack = 0.476
unclocked_regs = 12
rsz0062_at_grt = false
fmax_mhz = 285
finalSetupTns_ns = 0

[final_layout]
layout.area.comb_mm2 = 0.00332
syn_to_final_growth_pct = 9.19
stdcell_count = 880
seqCellArea_mm2 = 0.00278
drive_above_1_share = 0.0673
fillers = 1409
final_util = 0.452

[placed_design]
dpl.hpwl_mm = 8.11
place_inst = 865
io_buffer_count = 9
place.gp.congestion = 0.840

[global_route]
grt_max_degree = 43
grt_pass1_wl_mm = 20.2
first_global_vias = 4217
grt_antenna_before_repair = 0
overflow = 0
grtUsageTotal = 0.153

[die]
die_h_um = 128
die_w_um = 128
initial_utilization = 0.414
core_area_mm2 = 0.0153
floorplan.io_pins = 10
fp-row-count = 45
chipArea_mm2 = 0.0164

[cts]
clock_latency_ns = 0.34
cts_inserted_buffers = 9
hold_buffers = 0
cts_resized = 0
cts_tree = built
cts_root_buf = clkbuf_16
clk_pin_slew_worst_paths_ns = 0.07
clk_path_buf_depth = 2
cts_setup_buffers = 0
htree_levels = 3

[status]
status = completed

[critical_path]
worst_ep_required_time_ns = 4.40
critPathKind = reg -> out
startpoint_type = flip-flop
worstPathMaxFanout = 12
reg2reg_slack_ns = 3.08
crit_arrival_ns = 2.41
endpoint_kind = primary output

[synth]
edf_count = 0
synthFlopType = dfrtp_1
syn_area_per_cell_um2 = 9.54
synth_top_cell_by_area = dfrtp_1
syn_area_mm2 = 0.00635
top_cell = dfrtp_1
yosys_area_mm2 = 0.00635
synth.ff_latch_count = 116
syn_inst = 665
async_reset_ff_frac = 0.897
synth_cell_types = 67
yosys_warnings = 21
yosysTopAreaCellShare = 0.410
ys_top_cells_by_area = dfrtp_1 41%, xnor2_1 7.6%, ha_1 4.7%
synthTopCellsByCount = 104 x dfrtp_1, 60 x nand2_1, 55 x xnor2_1, 51 x nor2_1, 35 x inv_1
ys_cells = 665

[run]
warning_count = 38
maxCapViolCount = 0

[power]
total_power_uw = 1460
irDropWorstVdd_mv = 0.149
power.leakage_uw = 0.00310
p_per_area_mw_per_mm2 = 211

[hold_path]
hold_class = reg -> reg

==> per-stage QoR <==
stage	hold slack, ns	setup WS, ns	instance area (um2)
finish	0.466	1.99	6930
floorplan	0.435	3.15	6350
CTS	0.470	1.96	6930
global placement	0.450	2.39	6610
global route	0.483	1.80	6930
detailed placement	0.454	2.34	6610
==> where the power goes <==
group | internal (uW) | total (uW) | switching, uW
Sequential | 765 | 765 | 0
Combinational | 2.01 | 16.5 | 14.5
Clock | 409 | 680 | 271
==> worst paths after layout <==
| check | startpoint | endpoint | cells past startpoint |
|---|---|---|---|
| worst max register to register | u1.state[0]$_DFF_PN0_ | u2.tone2[27]$_DFFE_PN0P_ | 6 |
| worst min register to register | u2.tone2[17]$_DFFE_PN0P_ | u2.tone2[17]$_DFFE_PN0P_ | 1 |
| max in group asynchronous | rst | u2.tone[15]$_DFFE_PN0P_ | 2 |
| worst min-delay path | u2.tone2[17]$_DFFE_PN0P_ | u2.tone2[17]$_DFFE_PN0P_ | 1 |
| worst max-delay path | u1.state[0]$_DFF_PN0_ | sound | 5 |
| min in group asynchronous | rst | u2.counter1[2]$_DFFE_PN0P_ | 1 |
==> layout make-up <==
type,count,share of cell area
clock inverter,5,0.0114
inverter,35,0.0190
clock buffer,10,0.0345
timing repair buffer,12,0.0159
tap,211,0.0381
multi-input combinational,491,0.480
sequential,116,0.402
==> cell usage in the layout, fill, tap and decap left out, drive strengths merged, types with 7 or more instances in the layout <==
cell type      instances
and2                   7
nor2                  51
and3                  14
xor2                  26
xnor2                 55
ha                    24
nand2                 61
nand3                 30
a31oi                  7
inv                   36
nand2b                10
clkdlybuf4s50          8
dfrtp                104
nor2b                 15
o21ai                 35
dlxtn                 12
a21oi                 19
nor4                  12
clkbuf                10
nor3                  20
nand4                 18
==> sequential cells by signal, indices dropped and copies added (netlist names), 3 cells and up <==
signal,flops
u2.counter_note,9
u2.counter2_stop,3
u2.tone2,28
u2.counter1_stop,3
u2.counter1,15
u1.state,3
u2.counter_octave,8
u2.counter2,15
u2.counter3_stop,3
u1.next_state,3
u2.tone,23
==> critical path, cell delays in order, from the launching register on <==
cell             delay, ns
dfrtp_1               0.61
or3b_1                0.47
inv_1                 0.25
nand3_1               0.11
o311ai_0              0.10
clkdlybuf4s50_1       0.53
==> cells by family after synthesis <==
logic type | share of synthesized area
AND/OR/NAND/NOR | 0.233
AND-OR/OR-AND | 0.121
flip-flops | 0.410
XOR/XNOR | 0.112
buffers and inverters | 0.0379
adder cells (fa/ha/maj) | 0.0473
latches | 0.0284
multiplexers | 0.0101
==> layer usage <==
layer  global-route usage  wire (um)  vias to the layer above
li1                     -          -                     2336
met3               0.0272        472                       12
met4               0.0221        167                        0
met5                    0          0                        -
met2                0.214       4770                       68
met1                0.259       5990                     2146
Power and IR drop assume default switching activity.
